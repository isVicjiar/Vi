<file path="run.sh">
#!/bin/bash
# OpenROAD 26Q1-2900-gdf79404cd8, Yosys 0.63+post, stock flow scripts
make -C /OpenROAD-flow-scripts/flow DESIGN_CONFIG=/design/flow/config.mk WORK_HOME=/design/flow/orfs finish
</file>
<file path="config.mk">
export PLATFORM = sky130hd
export DESIGN_NAME = lookup
export DESIGN_NICKNAME = lookup
export VERILOG_FILES = /design/flow/design.v
export SDC_FILE = /design/flow/constraint.sdc
export NUM_CORES = 4
export LEC_CHECK = 1
export CORE_AREA = 10 10 70 70
export DIE_AREA = 0 0 80 80
</file>
<file path="constraint.sdc">
current_design lookup

set clk_period 2.0
set clk_io_pct 0.2

create_clock -name clk0 -period $clk_period [get_ports {clk_i}]
create_clock -name clk1 -period $clk_period [get_ports {rsn_i}]

set non_clock_inputs [all_inputs -no_clocks]
set_input_delay [expr $clk_period * $clk_io_pct] -clock clk0 $non_clock_inputs
set_output_delay [expr $clk_period * $clk_io_pct] -clock clk0 [all_outputs]
</file>
<file path="design.v">
module lookup(
    input       clk_i,
    input       rsn_i,
    input   [19:0]  read_addr_i,
    input   [19:0]  write_addr_i,
    input       read_rqst_i,
    input       write_enable_i,
    input       rqst_byte_i,
    input       mem_data_ready_i,
    input   [19:0]  mem_addr_i,
    input       kill_i,
    output  [1:0] read_hit_way_o,
    output  [1:0] write_hit_way_o,
    output  [1:0] lru_way_o,
    output      rqst_to_mem_o,
    output  [19:0]  addr_to_mem_o,
    output      unalign_o,
    output      write_hit_o,
    output      read_miss_o,
    output      update_cache_o
);
reg state;
localparam IDLE_STATE = 0;
localparam WAIT_STATE = 1;
assign update_cache_o = mem_data_ready_i & mem_addr_i[19:4] == read_addr_i[19:4];
reg [15:0] tags_array [3:0];
reg [3:0] valid_bit;
reg [3:0] lru_matrix [3:0];
reg rqst_to_mem;
wire [3:0] read_hit_array;
wire [1:0] set_hit;
wire [3:0] write_hit_array;
wire [1:0] set_write;
wire [1:0] set_lru;
wire read_hit;
wire write_hit;
assign read_hit_array[0] = valid_bit[0] & (read_addr_i[19:4] == tags_array[0]);
assign read_hit_array[1] = valid_bit[1] & (read_addr_i[19:4] == tags_array[1]);
assign read_hit_array[2] = valid_bit[2] & (read_addr_i[19:4] == tags_array[2]);
assign read_hit_array[3] = valid_bit[3] & (read_addr_i[19:4] == tags_array[3]);
assign set_hit = read_hit_array[0] ? 0 : 
                (read_hit_array[1] ? 1 :
                (read_hit_array[2] ? 2 : 3));
assign write_hit_array[0] = valid_bit[0] & (write_addr_i[19:4] == tags_array[0]);
assign write_hit_array[1] = valid_bit[1] & (write_addr_i[19:4] == tags_array[1]);
assign write_hit_array[2] = valid_bit[2] & (write_addr_i[19:4] == tags_array[2]);
assign write_hit_array[3] = valid_bit[3] & (write_addr_i[19:4] == tags_array[3]);
assign set_write = write_hit_array[0] ? 0 : 
                  (write_hit_array[1] ? 1 :
                  (write_hit_array[2] ? 2 : 3));
assign set_lru = (lru_matrix[0][0] & lru_matrix[0][1] & lru_matrix[0][2] & lru_matrix[0][3]) ? 2'b00 :
                 (lru_matrix[1][0] & lru_matrix[1][1] & lru_matrix[1][2] & lru_matrix[1][3]) ? 2'b01 :
                 (lru_matrix[2][0] & lru_matrix[2][1] & lru_matrix[2][2] & lru_matrix[2][3]) ? 2'b10 : 2'b11;  
assign read_hit = !state & |read_hit_array;
assign write_hit = write_enable_i & |write_hit_array;
integer i;
always @(posedge clk_i)
begin
    case (state)
        IDLE_STATE: begin
            if(read_rqst_i) begin
                if (read_hit) begin 
                    for (i = 0; i < 4; i = i + 1) begin
                        lru_matrix[set_hit][i] = 0;
                        lru_matrix[i][set_hit] = 1;
                    end
                end else state = WAIT_STATE;
            end
        end
        WAIT_STATE: begin
            if(kill_i) state = IDLE_STATE;
            else if(mem_data_ready_i & mem_addr_i[19:4] == read_addr_i[19:4]) begin
                state = IDLE_STATE;
                tags_array[set_lru] = mem_addr_i[19:4];
                valid_bit[set_lru]  = 1;
                for (i=0; i<4; i = i +1) begin
                    lru_matrix[set_lru][i] = 0;
                    lru_matrix[i][set_lru] = 1;
                end
            end 
        end
    endcase
end
always@(posedge clk_i) begin
    if (write_hit) begin 
        for (i = 0; i < 4; i = i + 1) begin
            lru_matrix[set_write][i] = 0;
            lru_matrix[i][set_write] = 1;
        end
    end
end
assign unalign_o = rqst_byte_i ? 0 :
                   &read_addr_i[1:0] ? 1 : 0;
assign write_hit_o = write_hit;
assign read_miss_o = ~read_hit & read_rqst_i;
assign read_hit_way_o = set_hit;
assign write_hit_way_o = set_write;
assign lru_way_o = set_lru;
assign rqst_to_mem_o = state;
assign addr_to_mem_o = read_addr_i;
always @(negedge rsn_i)
begin
    state = IDLE_STATE;
    valid_bit = 0;
    lru_matrix[0] = 4'b1111;
    lru_matrix[1] = 4'b1111;
    lru_matrix[2] = 4'b1111;
    lru_matrix[3] = 4'b1111;
end
endmodule
</file>
==> reports/metrics.yaml <==
grt_pass1_vias: 439
synth_area_leader_cell: "buf_4"
via_per_inst: 2.96
drtPass1Iterations: 2
ios: 98
grt_max_degree: 3
core-area_um2: 3420
clock_buffer_count: 0
timing_worst_setup_path_type: "primary input to primary output"
ctsHoldBuffers: 0
flops: 0
warning_count: 56
drtAntennaViolNets: 0
portBuffers: 56
seq_area_um2: 0
rows: 21
setup_tns_ps: 0
dp_slack_ps: -585
cp.arrival_ps: 1500
grt_use_total_pct: 4.29
place_congestion: 0.704
fill_cells: 369
setup_viol: 0
antennaDiodeCount: 0
fp.dieW_um: 80
overflow: 0
yosysSeqAreaShare_pct: 0
cp.required_ps: 1600
synthTopCellsByArea: "buf_4 (53%), xnor2_1 (25%), xor2_1 (8.5%), nand4_1 (4.5%), nor4_2 (3.0%)"
crit_path_max_fanout: 1
drive_gt1_share_pct: 4.49
critPathLaunchType: "primary input"
syn-mean-instance-area_um2: 7.53
antenna_found_initial: 0
wl_per_cell_um: 11.5
fp_util_pct: 12.1
end_kind: "primary output"
drcViolationCount: 0
hold_viol: 0
finalWorstSetupSlack_ps: 102
drt_iter0_drc: 3
die_y_um: 80
top_area_share_pct: 52.6
fin_util_pct: 25.5
status: "finished clean"
die_area_um2: 6400
dp_cells: 135
ys_cells: 55
logic_area_um2: 225
fin_hold_ws_ps: 800
stdcell_count: 135
syn-cell-area_um2: 414
p_leak_nw: 0.440
hold_path_class: "primary input to primary output"
grt_pass1_wl_um: 2280
vias: 400
syn_to_final_growth_pct: 110
synth.distinct_cells: 9
ys_area_um2: 414
p_per_area_nw_per_um2: 161
syn_inst: 55
yosys_warnings: 11
wl_um: 1550
vdd_ir_drop_max_mv: 0.0470
maxSlewViolCount: 0
max-cap-violations: 0
## area by class of cell
class | instances | area share (%)
repair buffers | 57 | 67.5
multi-input cells | 32 | 25.9
well taps | 46 | 6.61
## worst max-delay path, cell delays in order
cell             delay (ps)
clkdlybuf4s50_1         470
xnor2_1                 110
nand4_1                 160
nor4_2                  220
buf_2                   130
## what timing repair did
action                                  CTS  global route
pin swaps                                 4            12
resized                                  11            15
setup buffers                             0             0
cloned                                    0             0
endpoints found under the setup margin    1             1
## path summary, 6_finish.rpt
kind	from	to	slack, ps	cells past startpoint
worst min-delay path	read_addr_i[2]	addr_to_mem_o[2]	800	0
worst max-delay path	mem_addr_i[14]	update_cache_o	100	5
## layout by cell type (no fill, tap or decap)
cell type and count:
nand4_1 3, conb_1 8, nor4_2 2, nor2_1 1, buf_2 1, clkdlybuf4s50_1 33
buf_4 1, xor2_1 4, dlygate4sd2_1 8, xnor2_1 12, dlymetal6s2s_1 14, nand2_1 2
## kinds of logic after synthesis
kind of cell | Yosys count | share of synthesized area (%)
XOR/XNOR | 16 | 33.8
buffers and inverters | 29 | 52.6
other | 2 | 1.81
AND/OR/NAND/NOR | 8 | 11.8
## through the flow
step	power (mW)	instance area [um2]
after CTS	0.147	830
final	0.141	871
after global placement	0.152	845
after floorplan	0.0661	437
after global routing	0.155	871
after detailed placement	0.152	845
## metal layers
layer	up-vias	track usage [%]	wire (um)
met5	-	0	0
met4	0	0	0
met3	0	2.05	205
met2	31	7.30	737
met1	163	5.08	607
li1	206	-	-
## synthesized netlist by cell type (all sizes together)
library cell	count
nor4	2
buf	29
conb	2
xnor2	12
nand4	3
nand2	2
xor2	4
nor2	1
## power by group
| part | internal, mW | switching, mW |
|---|---|---|
| logic | 0.104 | 0.0363 |
| registers | 0 | 0 |
| clock network | 0 | 0 |
| total | 0.104 | 0.0363 |
Power and IR drop assume default switching activity.

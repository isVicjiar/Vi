<file path="design.v">
module exe_write_latch(
input		clk_i,
input		rsn_i,
input		kill_i,
input	[31:0]	exe_int_write_data_i,
input	[4:0]	exe_write_addr_i,
input		exe_int_write_enable_i,
input		exe_illegal_inst_exc_i,
input	[31:0]	exe_exc_bits_i,
input	[31:0]	exe_instruction_i,
input	[31:0]	exe_pc_i,
input	[31:0]	mult5_int_write_data_i,
input	[4:0]	mult5_write_addr_i,
input		mult5_int_write_enable_i,
input	[31:0]	mult5_instruction_i,
input	[31:0]	mult5_pc_i,
input	[31:0]	cache_int_write_data_i,
input	[4:0]	cache_write_addr_i,
input		cache_int_write_enable_i,
input		cache_cache_enable_i,
input	[31:0]	cache_exc_bits_i,
input	[31:0]	cache_miss_addr_i,
input	[31:0]	cache_instruction_i,
input	[31:0]	cache_pc_i,
output	[31:0]	write_int_write_data_o,
output	[4:0]	write_write_addr_o,
output		write_int_write_enable_o,
output	[31:0]	write_exc_bits_o,
output	[31:0]	write_miss_addr_o,
output	[31:0]	write_instruction_o,
output 	[31:0]	write_pc_o
);
reg	[31:0]	write_int_write_data;
reg	[4:0]	write_write_addr;
reg		write_int_write_enable;
reg	[31:0]	write_exc_bits;
reg	[31:0]	write_miss_addr;
reg	[31:0]	write_instruction;
reg 	[31:0]	write_pc;
assign write_int_write_data_o = write_int_write_data;
assign write_write_addr_o = write_write_addr;
assign write_int_write_enable_o = write_int_write_enable;
assign write_exc_bits_o = write_exc_bits;
assign write_miss_addr_o = write_miss_addr;
assign write_instruction_o = write_instruction;
assign write_pc_o = write_pc;
always @(posedge clk_i)
begin
	if (!rsn_i || kill_i) begin
		write_int_write_data = 32'b0;
		write_write_addr = 5'b0;
		write_int_write_enable = 1'b0;
		write_exc_bits = 32'b0;
		write_miss_addr = 32'b0;
		write_instruction = 32'b0;
		write_pc = 32'b0;
	end
	else begin
		if (mult5_int_write_enable_i) begin
			write_int_write_data = mult5_int_write_data_i;
			write_write_addr = mult5_write_addr_i;
			write_int_write_enable = mult5_int_write_enable_i;
			write_exc_bits = 32'b0;
			write_instruction = mult5_instruction_i;
			write_pc = mult5_pc_i;			
		end
		else if (cache_cache_enable_i) begin
			write_int_write_data = cache_int_write_data_i;
			write_write_addr = cache_write_addr_i;
			write_int_write_enable = cache_int_write_enable_i;
			write_exc_bits = cache_exc_bits_i;
			write_miss_addr = cache_miss_addr_i;
			write_instruction = cache_instruction_i;
			write_pc = cache_pc_i;			
		end
		else if ((exe_int_write_enable_i && (exe_instruction_i[6:0] != 7'b0000011 && exe_instruction_i[6:0] != 7'b0100011 && !(exe_instruction_i[6:0] == 7'b0110011 && exe_instruction_i[31:25] == 7'b0000001))) || exe_instruction_i[6:0] == 7'b1101111 || exe_instruction_i[6:0] == 7'b1100011 || exe_instruction_i[6:0] == 7'b1110011 || exe_instruction_i[6:0] == 7'b1110011) begin
			write_int_write_data = exe_int_write_data_i;
			write_write_addr = exe_write_addr_i;
			write_int_write_enable = exe_int_write_enable_i;
			write_exc_bits = exe_exc_bits_i | {29'b0, exe_illegal_inst_exc_i, 2'b0};
			write_instruction = exe_instruction_i;
			write_pc = exe_pc_i;
		end
		else write_int_write_enable = 1'b0;
	end
end
endmodule	
</file>
<file path="run.sh">
#!/bin/bash
# OpenROAD 26Q1-2900-gdf79404cd8, Yosys 0.63+post, stock flow scripts
make -C /OpenROAD-flow-scripts/flow DESIGN_CONFIG=/design/flow/config.mk WORK_HOME=/design/flow/orfs finish
</file>
<file path="config.mk">
export PLATFORM = sky130hd
export DESIGN_NAME = exe_write_latch
export DESIGN_NICKNAME = exe_write_latch
export VERILOG_FILES = /design/flow/design.v
export SDC_FILE = /design/flow/constraint.sdc
export NUM_CORES = 4
export LEC_CHECK = 1
export CORE_AREA = 10 10 225 225
export DIE_AREA = 0 0 235 235
</file>
<file path="constraint.sdc">
current_design exe_write_latch

set clk_period 10.7
set clk_io_pct 0.2

create_clock -name clk0 -period $clk_period [get_ports {clk_i}]

set non_clock_inputs [all_inputs -no_clocks]
set_input_delay [expr $clk_period * $clk_io_pct] -clock clk0 $non_clock_inputs
set_output_delay [expr $clk_period * $clk_io_pct] -clock clk0 [all_outputs]
</file>
==> impl_results.rst <==
Metrics
=======

.. list-table::
   :header-rows: 1

   * - Metric
     - Value
   * - Run status
     - completed
   * - Count of warnings emitted by yosys
     - 1
   * - Final period util
     - 0.437
   * - Fraction of synthesized area in multiplexers
     - 0.303
   * - Setup total negative slack
     - 0 ns
   * - Antenna Cells
     - 0
   * - Crit Path Category
     - in2reg
   * - Chip width
     - 235 um
   * - Data arrival time of the critical path
     - just over 5 ns
   * - Post-synthesis average cell area
     - 8.04 um2
   * - Buffer-and-inverter tally for the worst setup path
     - 4
   * - Clock transition at the registers of the reported paths
     - 0.07 ns
   * - Total iterations of the first detailed-routing run
     - 4
   * - Via count of the first global-routing pass
     - ~9500
   * - Vias per Instance
     - approximately 4.2
   * - Core footprint
     - roughly 46000 um2
   * - Synthesized cell area
     - between 8000 and 9000 um2
   * - Routed wirelength normalized by instance count
     - 18.4 um
   * - Master of the slowest instance on the critical path
     - sky130_fd_sc_hd__buf_4
   * - Buffers inserted during post-CTS setup optimization
     - 0
   * - Post-synthesis compound-gate area fraction
     - 0.0785
   * - Min Tclk post-route
     - approximately 4.7 ns
   * - Growth of design area from synthesis to finish
     - 76.2%
   * - Actual slew at the worst max-slew pin
     - roughly 0.74 ns
   * - I/O pin total
     - ~570
   * - Full die area
     - 55200 um2
   * - Buffer depth of the longest clock path
     - 2
   * - Syn Inst Count
     - about 1100
   * - Reg2reg path depth
     - 2
   * - Setup repair after global routing missed its margin
     - false
   * - Number of hold buffers added after cts
     - 0
   * - Global-route congestion overflow total
     - 0
   * - Clock tree skew after final layout
     - 0 ns
   * - HPWL after DPL
     - around 34000 um
   * - Initial drt markers
     - roughly 370
   * - Path length in cells of the critical path
     - 8
   * - Total of max-cap violations
     - 0
   * - Simple-gate portion of the synthesized area
     - 0.195
   * - Height of the die
     - approximately 240 um
   * - Total cell area at the placement stage
     - around 15000 um2
   * - Largest net degree at the start of global routing
     - just over 80
   * - F_max
     - between 200 and 250 MHz
   * - CTS tree
     - done
   * - Leakage power total
     - roughly 5.7 nW
   * - Post-cts gate resize count
     - 0
   * - Startpoint of the most critical register-to-register path
     - write_miss_addr[4]
   * - Crit Path Max Fanout
     - around 40
   * - Design area
     - around 16000 um2
   * - OpenROAD warnings
     - 25
   * - Sequential element share of the synthesized area
     - 0.372
   * - Core utilization at floorplan
     - 0.196
   * - Adder-Cell Fraction of Synth Area
     - 0
   * - Number of clock sinks seen by CTS
     - 166
   * - Share of final-layout standard cells stronger than drive strength 1
     - 0.0537
   * - H-Tree Level Count
     - 4
   * - Cells along the critical path
     - clkdlybuf4s50_1, nor4b_1, buf_4, a21oi_1, nor4b_4, buf_4, buf_4, mux2i_1
   * - Worst hold path type
     - reg2reg
   * - Startpoint of the most critical setup path
     - exe_instruction_i[31]
   * - Setup crit end
     - write_pc[9]
   * - PwrDens
     - ~110 nW/um2
   * - Worst relative slew slack
     - 0.507
   * - Peak ir drop on the vdd network
     - 103 uV
   * - CTS root buf
     - sky130_fd_sc_hd__clkbuf_16
   * - Initial antenna violation count
     - 2
   * - Cell family contributing the most delay on the critical path
     - buffers and inverters
   * - Largest stage delay on the critical path
     - 0.64 ns
   * - Post-Route WL
     - about 41000 um
   * - Ys flops
     - 166
   * - DR DRC count
     - 0
   * - Weighted congestion at the end of routability-driven global placement
     - ~0.94
   * - Most prevalent standard cell on the critical path
     - sky130_fd_sc_hd__buf_4
   * - Fraction of synthesized cell area in xor and xnor cells
     - 0
   * - Area figure in the yosys stat output
     - just under 9000 um2
   * - Antenna Violating Nets Remaining
     - 0
   * - Number of buffers created by CTS
     - 17
   * - Clk Latency, worst-skew pair
     - about 0.46 ns
   * - Global router's overall resource usage
     - 0.143
   * - Site Rows
     - 78
   * - Tally of unique sky130hd cells used after synthesis
     - 23
   * - Critical path endpoint category
     - register
   * - Launching element type of the critical path
     - primary input
   * - Main combinational cell family by area after synthesis
     - multiplexers
   * - Endpoints failing setup
     - 0
   * - Worst R2R Setup Slack
     - approximately 10 ns
   * - Endpoint of the most critical register-to-register path
     - write_miss_addr[4]
   * - Count of filler cells inserted in the layout
     - approximately 4700
   * - Final Max-Slew Violation Tally
     - 0
   * - First-pass GRT wire length
     - ~60000 um
   * - Final count of hold timing violations
     - 0
   * - Yosys cell count
     - between 1000 and 1500
   * - Routed via count
     - roughly 9300
   * - Data required time at the worst endpoint
     - between 10 and 15 ns
   * - Port-buffer cells
     - ~570
cells in the mapped netlist:
library cell                 n  area share
sky130_fd_sc_hd__a21oi_1    34       0.019
sky130_fd_sc_hd__buf_1       4      0.0017
sky130_fd_sc_hd__buf_2      15      0.0084
sky130_fd_sc_hd__buf_4       1     0.00084
sky130_fd_sc_hd__buf_6      12       0.015
sky130_fd_sc_hd__clkbuf_1   61       0.026
sky130_fd_sc_hd__dfxtp_1   166        0.37
sky130_fd_sc_hd__mux2_2     31       0.039
sky130_fd_sc_hd__mux2i_1   235        0.26
sky130_fd_sc_hd__nand2_1   433        0.18
sky130_fd_sc_hd__nand2b_1    3      0.0021
sky130_fd_sc_hd__nand3b_1    1     0.00084
sky130_fd_sc_hd__nand4_1     1     0.00070
sky130_fd_sc_hd__nor2_1      2     0.00084
sky130_fd_sc_hd__nor2b_1     2      0.0014
sky130_fd_sc_hd__nor4_4      1      0.0024
sky130_fd_sc_hd__nor4b_1     2      0.0020
sky130_fd_sc_hd__nor4b_2     1      0.0017
sky130_fd_sc_hd__o21ai_0   101       0.057
sky130_fd_sc_hd__o311ai_0    1     0.00098
sky130_fd_sc_hd__o31a_1      1     0.00098
sky130_fd_sc_hd__o31ai_1     1     0.00084
sky130_fd_sc_hd__or2_1       1     0.00070
how the worst min path moves through the flow:
stage | start | endpoint | slack, ns | cells after the start
4_1_cts | write_miss_addr[8] | write_miss_addr[8] | 0.46 | 2
5_1_grt | write_miss_addr[21] | write_miss_addr[21] | 0.48 | 2
6_report | write_instruction[26] | write_instruction[26] | 0.46 | 2
logic make-up after synthesis:
| kind of cell | Yosys count |
|---|---|
| multiplexers | 266 |
| buffers and inverters | 93 |
| flip-flops | 166 |
| AND-OR/OR-AND | 138 |
| AND/OR/NAND/NOR | 447 |
area by class of cell:
class / count / area [um2] / share of cell area
timing repair buffer: 590 / 5860 / 0.373
multi-input combinational: 851 / 5170 / 0.329
clock inverter: 14 / 184 / 0.0117
clock buffer: 18 / 439 / 0.0279
tap: 600 / 751 / 0.0477
sequential: 166 / 3320 / 0.211
power breakdown:
| group | switching, mW | internal [mW] |
|---|---|---|
| sequential | 0.0122 | 0.643 |
| clock | 0.286 | 0.379 |
| combinational | 0.139 | 0.233 |
registers in the layout (all words and copies together) (netlist names):
| signal | flops |
|---|---|
| write_exc_bits | 32 |
| write_instruction | 32 |
| write_int_write_data | 32 |
| write_int_write_enable | 1 |
| write_miss_addr | 32 |
| write_pc | 32 |
| write_write_addr | 5 |
cells in the final DEF, fill, tap and decap left out, types with 2 or more instances in the layout:
cell type                         synthesis  layout
sky130_fd_sc_hd__mux2_2                  31      31
sky130_fd_sc_hd__dfxtp_1                166     166
sky130_fd_sc_hd__clkinvlp_4               0       2
sky130_fd_sc_hd__bufinv_16                0       3
sky130_fd_sc_hd__clkdlybuf4s50_1          0     570
sky130_fd_sc_hd__nor4b_1                  2       2
sky130_fd_sc_hd__nand2b_1                 3       3
sky130_fd_sc_hd__buf_4                    1      18
sky130_fd_sc_hd__inv_6                    0       7
sky130_fd_sc_hd__a21oi_1                 34      34
sky130_fd_sc_hd__o21ai_0                101     101
sky130_fd_sc_hd__clkbuf_16                0      17
sky130_fd_sc_hd__mux2i_1                235     235
sky130_fd_sc_hd__clkinv_4                 0       2
sky130_fd_sc_hd__buf_6                   12       2
sky130_fd_sc_hd__nand2_1                433     433
metal layers:
metal  GRT usage  wire length [um]
met1       0.176             17200
met2       0.237             19400
met3      0.0605              4050
met4      0.0189               650
met5           0                27
worst min-delay path, stage by stage, from the launching register on:
cell                      delay (ns)
sky130_fd_sc_hd__dfxtp_1        0.31
sky130_fd_sc_hd__nand2_1        0.05
sky130_fd_sc_hd__mux2i_1        0.05
per-stage QoR:
step	setup WS, ns	utilization	power [mW]	hold slack [ns]	cells
2_1_floorplan	7.11	-	0.797	0.422	1110
3_5_place_dp	5.54	0.331	1.04	0.449	2207
3_3_place_gp	5.53	0.331	1.04	0.443	2207
4_1_cts	6.04	0.345	1.72	0.460	2239
6_report	6.03	0.345	1.69	0.456	2239
5_1_grt	5.84	0.345	1.77	0.476	2239
Power is estimated from default activity; no workload was simulated.

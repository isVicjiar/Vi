==> design/flow/design.v <==
module dec_exe_latch(
input		clk_i,
input		rsn_i,
input 		kill_i,
input		stall_core_i,
input       decode_stall_i,
input	[31:0]	dec_read_data_a_i,
input	[31:0]	dec_read_data_b_i,
input	[4:0]	dec_write_addr_i,
input		dec_int_write_enable_i,
input		dec_tlbwrite_i,
input		dec_idtlb_i,
input	[31:0]	dec_exc_bits_i,
input	[31:0]	dec_instruction_i,
input	[31:0]	dec_pc_i,
input   [31:0]  dec_pred_pc_i,
input       dec_prediction_i,
input       dec_taken_i,
output	[31:0]	exe_read_data_a_o,
output	[31:0]	exe_read_data_b_o,
output	[4:0]	exe_write_addr_o,
output		exe_int_write_enable_o,
output		exe_tlbwrite_o,
output		exe_idtlb_o,
output  [31:0] exe_pred_pc_o,
output      exe_prediction_o,
output      exe_taken_o,
output	[31:0]	exe_exc_bits_o,
output	[31:0]	exe_instruction_o,
output	[31:0]	exe_pc_o);
reg	[31:0]	exe_read_data_a;
reg	[31:0]	exe_read_data_b;
reg	[31:0]	exe_write_addr;
reg		exe_int_write_enable;
reg		exe_tlbwrite;
reg		exe_idtlb;
reg	[31:0]	exe_pred_pc;
reg     exe_prediction;
reg     exe_taken;
reg	[31:0]	exe_exc_bits;
reg	[31:0]	exe_instruction;
reg	[31:0]	exe_pc;
assign exe_read_data_a_o = stall_core_i ? 0 : exe_read_data_a;
assign exe_read_data_b_o = stall_core_i ? 0 : exe_read_data_b;
assign exe_write_addr_o = stall_core_i ? 0 : exe_write_addr;
assign exe_int_write_enable_o = stall_core_i ? 0 : exe_int_write_enable;
assign exe_tlbwrite_o = stall_core_i ? 0 : exe_tlbwrite;
assign exe_idtlb_o = stall_core_i ? 0 : exe_idtlb;
assign exe_prediction_o = stall_core_i ? 0 : exe_prediction;
assign exe_pred_pc_o = stall_core_i ? 0 : exe_pred_pc;
assign exe_taken_o = stall_core_i ? 0 : exe_taken;
assign exe_exc_bits_o = stall_core_i ? 0 : exe_exc_bits;
assign exe_instruction_o = stall_core_i ? 32'h033 : exe_instruction;
assign exe_pc_o = stall_core_i ? 0 : exe_pc;
always @(posedge clk_i)
begin
	if (!rsn_i || kill_i ||(decode_stall_i & !stall_core_i)) begin
		exe_read_data_a = 5'b0;
		exe_read_data_b = 5'b0;
		exe_write_addr = 5'b0;
		exe_int_write_enable = 1'b0;
		exe_tlbwrite = 1'b0;
		exe_idtlb = 1'b0;
		exe_pred_pc = 32'b0;
		exe_prediction = 1'b0;
		exe_taken = 1'b0;
		exe_exc_bits = 1'b0;
		exe_instruction = 32'b0;
		exe_pc = 32'b0;
	end
	else begin
		if (!stall_core_i) begin
			exe_read_data_a = dec_read_data_a_i;
			exe_read_data_b = dec_read_data_b_i;
			exe_write_addr = dec_write_addr_i;
			exe_int_write_enable = dec_int_write_enable_i;
			exe_tlbwrite = dec_tlbwrite_i;
			exe_idtlb = dec_idtlb_i;
			exe_pred_pc = dec_pred_pc_i;
			exe_prediction = dec_prediction_i;
			exe_taken = dec_taken_i;
			exe_exc_bits = dec_exc_bits_i;
			exe_instruction = dec_instruction_i;
			exe_pc = dec_pc_i;
		end
	end
end
endmodule
==> design/flow/run.sh <==
#!/bin/bash
# OpenROAD 26Q1-2900-gdf79404cd8, Yosys 0.63+post, stock flow scripts
make -C /OpenROAD-flow-scripts/flow DESIGN_CONFIG=/design/flow/config.mk WORK_HOME=/design/flow/orfs finish
==> design/flow/config.mk <==
export PLATFORM = sky130hd
export DESIGN_NAME = dec_exe_latch
export DESIGN_NICKNAME = dec_exe_latch
export VERILOG_FILES = /design/flow/design.v
export SDC_FILE = /design/flow/constraint.sdc
export NUM_CORES = 4
export LEC_CHECK = 1
export CORE_AREA = 10 10 261 261
export DIE_AREA = 0 0 271 271
==> design/flow/constraint.sdc <==
current_design dec_exe_latch

set clk_period 11.1
set clk_io_pct 0.2

create_clock -name clk0 -period $clk_period [get_ports {clk_i}]

set non_clock_inputs [all_inputs -no_clocks]
set_input_delay [expr $clk_period * $clk_io_pct] -clock clk0 $non_clock_inputs
set_output_delay [expr $clk_period * $clk_io_pct] -clock clk0 [all_outputs]
==> impl_metrics.toml <==
# generated from flow reports
[cts]
clkTransAtPathRegs_ps = 50
clock_sinks = 202
clk_latency_ps = 540
cts_root_buf = "clkbuf_16"
htree_levels = 1
cts_setup_buffers = 0
postCtsHoldBufs = 0
cts_buffers = 26
clockBufferDepth = 3
cts_tree = "built"
cts_resized = 0

[worst_hold_path]
hold_class = "flip-flop to flip-flop"

[place]
place_ws_ps = 4100
port_buffers = 408
hpwlAfterDp_mm = 24.7
finalWeightedCongestion = 0.821

[worst_setup_path]
arrival_ps = 4820
worstSetupEndpointType = "output pin"
crit_required_ps = 8880
path_class = "input port to output pin"
startpoint_type = "input port"
cp_max_fo = 200

[run_status]
status = "completed"

[final_layout]
layout_top_cell = "clkdlybuf4s50_1"
lay_top_cells = "clkdlybuf4s50_1, nand2_1, or3b_1, a21oi_1, dfxtp_1"
syn_to_final_growth_pct = 57.1
drive_above_1_share_pct = 3.81
fill_cells = 6566

[power_and_ir_drop]
p_clk_share_pct = 48.8
p_sw_share_pct = 23.3
power_uw = 1830
p_leak_uw = 0.00488
power_density_nw_per_um2 = 122
combPwrFrac_pct = 10.4
p_sw_uw = 426
power_frac_seq_pct = 40.9
peakVddDrop_v = 0.0000961
p_int_uw = 1400

[floorplanning]
floorplanUtilization_pct = 15.4
ios = 409
die_h_microns = 271
core_area_sq_um = 62100
die_w_microns = 271
die_area_sq_um = 73400
num_rows = 91

[timing]
final-hold-violation-count = 0
slew_headroom_pct = 44.3
finalSetupViolCount = 0
rsz0062_at_grt = "false"
period_used_pct = 63.5
setup_ws_ps = 4060
fin_crit_ps = 7040
setup_tns_ps = 0
max_freq_mhz = 142
tightest_slew_ps = 836
drv_slew = 0
fin_skew_ps = 0

[route]
drt_wl_total_mm = 34.7
drtIter0Drc = 540
drc_errors = 0
vias_per_cell = 3.72
vias = 8597
wl_per_cell_microns = 15.0
antenna_left = 0
firstDrtPassIters = 4

[synthesis]
largest_area_cell = "dfxtp_1"
synth_area_sq_um = 9530
postSynthCellCount = 1122
synth.area.top_cells = "dfxtp_1, or3b_1, nor2b_1"
synth_chip_area_sq_um = 9530
ys_cells = 1122
synth_cell_types = 13
synth_area_per_cell_sq_um = 8.50
ys_seq_elements = 202
yosys.stat.seqShare_pct = 42.4
top_cell_area_share_pct = 42.4
yosysWarnings = 1

[global_route]
antenna_found_initial = 6
track_usage_pct = 9.14
grt_pass1_wl_mm = 52.7
grt_pass1_vias = 8463
grt_max_degree = 201
grt_overflow = 0

[flow_run]
tool_warnings = 34
max-cap-violations = 0
## cells by family (layout without fill, tap and decap cells)
kind of cell | count (synthesis) | after routing | synth area share [%]
compound gates | 202 | 202 | 10.6
simple gates | 607 | 607 | 39.8
buf+inv | 111 | 460 | 7.13
flops | 202 | 202 | 42.4
other cells | 0 | 1 | 0
## area by class of cell
type | instances | area [sq um] | share of cell area (%)
multi-input combinational | 809 | 4820 | 32.2
timing repair buffer | 416 | 4170 | 27.9
sequential | 202 | 4040 | 27.0
tap | 837 | 1050 | 6.99
clock buffer | 33 | 728 | 4.86
clock inverter | 11 | 163 | 1.09
antenna | 1 | 2.50 | 0.0167
## per-stage QoR
stage / hold WS (ps) / utilization, % / instance area [sq um] / instances
6_report: 455 / 24.1 / 15000 / 2309
3_5_place_dp: 448 / 22.7 / 14100 / 2264
2_1_floorplan: 427 / - / 9530 / 1122
4_1_cts: 457 / 24.1 / 15000 / 2308
3_3_place_gp: 444 / 22.7 / 14100 / 2264
5_1_grt: 473 / 24.1 / 15000 / 2308
## final timing paths
kind / start / end / slack, ps / cells after the start
worst max-delay path: stall_core_i / exe_pred_pc_o[7] / 4060 / 5
worst min register to register: exe_read_data_b[21] / exe_read_data_b[21] / 460 / 2
worst min-delay path: exe_read_data_b[21] / exe_read_data_b[21] / 460 / 2
worst max register to register: exe_exc_bits[8] / exe_exc_bits[8] / 10330 / 2
## synth_stat cells
| master | n |
|---|---|
| a21oi_1 | 202 |
| dfxtp_1 | 202 |
| nand2_1 | 202 |
| or3b_1 | 202 |
| nor2b_1 | 198 |
| buf_2 | 56 |
| buf_6 | 24 |
| clkbuf_1 | 23 |
| buf_1 | 4 |
| or2_2 | 4 |
| buf_4 | 3 |
| clkbuf_2 | 1 |
| nand2b_1 | 1 |
## sequential cells by signal (all words and copies together), names as in the netlist, 5 cells and up
| name | flops |
|---|---|
| exe_read_data_b | 32 |
| exe_read_data_a | 32 |
| exe_pc | 32 |
| exe_instruction | 32 |
| exe_pred_pc | 32 |
| exe_exc_bits | 32 |
| exe_write_addr | 5 |
## power groups by stage
stage / Sequential [uW] / Clock [uW] / Combinational [uW]
6_report: 747 / 892 / 190
5_1_grt: 749 / 960 / 210
4_1_cts: 747 / 939 / 194
## critical path, stage by stage
cell and delay, ps:
buf_8 460, buf_4 710, buf_12 520, nor2b_1 110, clkdlybuf4s50_1 450
## metal layers
metal	global-route usage [%]	share of wire, %	vias up
met5	0	0.12	-
met4	2.46	3.2	6
met3	4.39	11	52
met2	13.1	41	329
met1	12.1	44	3795
li1	-	-	4415
Power figures rest on the tool's default switching activity, not on a simulated workload.

`design/flow/design.v`:
```
module int_registers(
input		clk_i,
input		rsn_i,
input	[31:0]	write_data_i,
input		write_exc_en_i,
input 	[31:0] 	write_data_mepc_i,	
input 	[31:0] 	write_data_mtval_i,
input 	[31:0] 	write_data_mcause_i,
input 	[31:0] 	write_data_mpriv_i,
input 		write_mpriv_en_i,
input	[4:0]	read_addr_a_i,	
input	[4:0]	read_addr_b_i,
input	[4:0] 	dec_write_addr_i,
input	[4:0]	write_addr_i,
input		write_enable_i,
output	[31:0]	read_data_a_o,
output	[31:0]	read_data_b_o,
output	[31:0]	read_data_mepc_o,
output	[31:0]	read_data_mtval_o,
output	[31:0]	read_data_mcause_o,
output	[31:0]	read_data_mpriv_o,
output 	[31:0] 	dec_dest_reg_value_o);
reg [31:0] registers [31:0];
reg [31:0] mepc;  
reg [31:0] mtval;  
reg [31:0] mcause;  
reg [31:0] mpriv;  
assign read_data_a_o = registers[read_addr_a_i];
assign read_data_b_o = registers[read_addr_b_i];
assign read_data_mepc_o = mepc;
assign read_data_mtval_o = mtval;
assign read_data_mcause_o = mcause;
assign read_data_mpriv_o = mpriv;
assign dec_dest_reg_value_o = registers[dec_write_addr_i];
integer i;
always @(posedge(clk_i))
begin
	if (!rsn_i) for (i=0; i<32; i=i+1) registers[i]=0;	
	else begin
		if (write_enable_i && write_addr_i > 5'b00000) registers[write_addr_i] = write_data_i;
	end
end
always @(posedge(clk_i))
begin
	if (!rsn_i) begin
		mepc = 32'b0;
		mtval = 32'b0;
		mcause = 32'b0;
		mpriv = 32'b1;
	end
	else begin
		if (write_exc_en_i) begin
			mepc = (write_data_mcause_i[12] || write_data_mcause_i[13] || write_data_mcause_i[15]) ? write_data_mepc_i : (write_data_mepc_i + 32'h4);
			mtval = write_data_mtval_i;
			mcause = write_data_mcause_i;
		end
		if (write_mpriv_en_i) mpriv = write_data_mpriv_i;
	end
end
endmodule	
```
`design/flow/run.sh`:
```
#!/bin/bash
# OpenROAD 26Q1-2900-gdf79404cd8, Yosys 0.63+post, stock flow scripts
make -C /OpenROAD-flow-scripts/flow DESIGN_CONFIG=/design/flow/config.mk WORK_HOME=/design/flow/orfs finish
```
`design/flow/config.mk`:
```
export PLATFORM = sky130hd
export DESIGN_NAME = int_registers
export DESIGN_NICKNAME = int_registers
export VERILOG_FILES = /design/flow/design.v
export SDC_FILE = /design/flow/constraint.sdc
export NUM_CORES = 4
export LEC_CHECK = 1
export CORE_UTILIZATION = 30
```
`design/flow/constraint.sdc`:
```
current_design int_registers

set clk_period 19.4
set clk_io_pct 0.2

create_clock -name clk0 -period $clk_period [get_ports {clk_i}]

set non_clock_inputs [all_inputs -no_clocks]
set_input_delay [expr $clk_period * $clk_io_pct] -clock clk0 $non_clock_inputs
set_output_delay [expr $clk_period * $clk_io_pct] -clock clk0 [all_outputs]
```
==> Slide: Implementation Results <==
Physical Implementation Snapshot

Run status
  • Status: completed

GRT
  • Met3 Track Usage GR: 0.226
  • Total track usage: 0.255
  • Vias in the first global route: 48200
  • Global-route wire length before repair: 363000 microns
  • Initial antenna violation count: 41
  • Largest net degree at the start of global routing: 100
  • M2 GR Usage: 0.362
  • Global route hottest layer: met2
  • GR Layer Usage met1: 0.249
  • Total gr overflow: 0

Final layout
  • Area grow syn2layout: 19.6%
  • Fillers: 19900
  • FF/Latch Area: 33300 sq um
  • Ratio of cells with drive above 1 in the final layout: 0.268
  • Multi-input logic area: 30300 sq um

Synth
  • Synthesis area per yosys: 64800 sq um
  • Synth top area cells: edfxtp_1 47%, mux4_2 27%, and2_1 9.6%
  • Number of enable flip-flop cells: 1024
  • Dominant cell area share: 0.475
  • Syn Area/Cell: 14.8 sq um
  • Post-synthesis cell count: 4367
  • Mapped Area: 64800 sq um
  • FF+latch count, synth: 1152
  • Synth warn: 1
  • Most numerous cell in the Yosys netlist: edfxtp_1
  • Main flop type: edfxtp_1
  • Top cells by count, synth: 1024 x edfxtp_1, 994 x and2_1, 768 x mux4_2
  • Synth area leader: edfxtp_1
  • Synth Seq Share: 0.514
  • Ys cells: 4367
  • Unique cell types: 48
  • Ys async rst share: 0

Worst setup path
  • WP data required: 15.52 ns
  • Worst setup EP type: primary output
  • Critical path peak fanout: 64
  • Critical path arrival: 8.47 ns
  • Critical path class: in -> out
  • Crit start category: input pin

Final timing
  • Max-slew violation count: 0
  • Smallest setup slack after layout: 7.05 ns
  • Cycle use final: 0.636
  • Fin Hold WS: 0.484 ns
  • Max Fclk: 81.0 MHz
  • Min Tclk post-route: 12.35 ns
  • Clock skew: 0 ns
  • Max-Slew Margin vs Limit: 0.121
  • Total negative slack: 0 ns
  • Unrepaired setup endpoints after global routing: no
  • Final Hold Viols: 0
  • Worst-margin pin slew: 1.31 ns
  • # setup viols final: 0

Place
  • Dpl hpwl: 158000 microns
  • Gp weighted congestion: 0.937
  • Place WS: 7.01 ns
  • Port Buf Inserts: 408

Routing
  • Total number of vias: 44700
  • DRC viols: 0
  • Initial DRC Count: 2889
  • Drt wl/cell: 34.0 microns
  • DRT antenna net count: 0
  • Via/cell ratio: 5.84
  • Post-Route WL: 261000 microns
  • DRT Pass-1 Iters: 7

Job
  • Max_cap viols: 0
  • Tool warnings: 27

Clock network
  • Post-CTS Hold Buffers: 0
  • Latency at later pin: 0.79 ns
  • CTS buffer count: 135
  • CTS Buffer Depth: 3
  • Cell at the root of the clock tree: clkbuf_16
  • CTS sink count: 1152
  • Htree depth: 4
  • CTS tree: yes
  • # resized after CTS: 0
  • Clock-pin slew on the worst setup and hold paths: 0.05 ns
  • Postcts setup bufs: 0

Floorplanning
  • Die Y: 467 microns
  • Rows: 170
  • Core area: 215000 sq um
  • # IOs: 409
  • Die area: 218000 sq um
  • Floorplan utilization: 0.302
  • Die width: 467 microns

Pwr
  • VDD IR max: 0.0976 mV
  • Pleak: 25.5 nW
  • Final Power: 6.43 mW
  • P per Cell Area: 83.0 nW/um^2

Hold path
  • Hold Path Class: reg -> reg
-- worst max-delay path, cell delays in order --
cell,delay (ns)
buf_8,0.39
buf_4,0.60
buf_4,0.68
buf_12,0.42
mux4_2,0.35
o22ai_1,0.09
nor4_1,1.11
buf_4,0.26
clkdlybuf4s50_1,0.47
-- layout by cell type (no fill, tap or decap), types with 38 or more instances in the layout --
master	instances
edfxtp_1	1024
and2_1	994
mux4_2	768
clkdlybuf4s50_1	399
o22ai_1	384
buf_4	228
clkbuf_16	138
dfxtp_1	128
nor2_1	110
mux2i_1	98
nor4_1	97
diode_2	38
-- cell type report --
cell class | count | share of cell area
antenna | 38 | 0.00123
timing repair buffer | 638 | 0.0758
sequential | 1152 | 0.430
multi-input combinational | 2749 | 0.391
clock buffer | 166 | 0.0463
tap | 2838 | 0.0459
clock inverter | 71 | 0.00923
inverter | 9 | 0.000501
-- cell families (layout without fill, tap and decap cells) --
group | after synthesis | after routing | share of synthesized area
AND-OR/OR-AND | 482 | 482 | 0.0458
XOR/XNOR | 11 | 11 | 0.00149
adder cells (fa/ha/maj) | 1 | 1 | 0.000193
buffers and inverters | 497 | 884 | 0.0304
flip-flops | 1152 | 1152 | 0.514
multiplexers | 866 | 866 | 0.282
other | 1 | 70 | 0.0000579
AND/OR/NAND/NOR | 1357 | 1357 | 0.125
-- final timing paths --
kind,cells past startpoint,startpoint,end,slack [ns]
worst max register to register,4,mepc[30],mepc[30],18.57
worst min-delay path,2,mpriv[0],mpriv[0],0.48
worst min register to register,2,mpriv[0],mpriv[0],0.48
worst max-delay path,9,read_addr_b_i[1],read_data_b_o[25],7.05
-- where the power goes --
| group | switching (mW) | leakage [nW] | internal (mW) |
|---|---|---|---|
| clock network | 1.08 | 2.07 | 1.44 |
| logic | 0.501 | 12.6 | 0.473 |
| registers | 0.0927 | 10.8 | 2.84 |
-- per-stage QoR --
stage | util | area (sq um) | instances
2_1_floorplan | - | 64900 | 4398
3_3_place_gp | 0.340 | 73000 | 7386
3_5_place_dp | 0.340 | 73000 | 7386
4_1_cts | 0.360 | 77300 | 7623
5_1_grt | 0.361 | 77400 | 7640
6_report | 0.361 | 77400 | 7661
-- registers in the layout (all words and copies together) (netlist names) --
register,count
mtval,32
mpriv,32
mcause,32
mepc,32
registers,1024
-- per-layer routing --
| metal | up-vias | wire length (microns) |
|---|---|---|
| met4 | 63 | 14500 |
| met5 | - | 1670 |
| li1 | 18100 | - |
| met2 | 3783 | 116000 |
| met1 | 21900 | 76500 |
| met3 | 838 | 52000 |
Power is estimated from default activity; no workload was simulated.

==> /design/flow/design.v <==
module branch_predictor(
    input           clk_i,
    input           rsn_i,
    input   [31:0]  pc_i,
    input   [31:0]  target_pc_i,
    input           alu_branch_i,
    input           alu_jumps_i,
    input           alu_prediction_i,
    input           alu_taken_i,
    input           alu_pc_ok_i,
    input   [31:0]  alu_branch_pc_i,
    output  [31:0]  pred_pc_o,
    output          prediction_o,
    output          taken_o,
    output          bp_error_o);
reg [31:0] branch_pc_array[15:0];
reg [31:0] target_pc_array[15:0];
reg [1:0]  taken_array[15:0];
wire [31:0] pred_pc;
wire taken;
wire prediction;
wire error;
assign pred_pc_o = pred_pc;
assign taken_o = taken;
assign prediction_o = prediction;
assign error = (!alu_branch_i & alu_prediction_i & alu_taken_i) |
               (alu_prediction_i & alu_taken_i & !alu_pc_ok_i)  |
               (alu_branch_i & alu_jumps_i & !alu_prediction_i) |
               (alu_branch_i & alu_jumps_i & !alu_pc_ok_i);
assign bp_error_o = error;           
wire [3:0]  pc_map;
wire [3:0]  branch_pc_map;
assign pc_map = pc_i[5:2];
assign branch_pc_map = alu_branch_pc_i[5:2];
assign taken = rsn_i & (taken_array[pc_map] > 1);
assign prediction = rsn_i & branch_pc_array[pc_map] == pc_i;
assign pred_pc = rsn_i ? target_pc_array[pc_map] : 32'b0;
wire [1:0]  taken_value;
assign taken_value = taken_array[branch_pc_map];
integer i;
always @(posedge clk_i)
begin
    if(!rsn_i) begin
        for(i = 0; i<16; i = i+1) begin
            branch_pc_array[i] = 32'b0;
            target_pc_array[i] = 32'b0;
            taken_array[i] = 32'b0;
        end
    end
    else if(error)
    begin
        if (branch_pc_array[branch_pc_map] == alu_branch_pc_i & target_pc_array[branch_pc_map] == target_pc_i) 
        begin
            taken_array[branch_pc_map] = alu_jumps_i ? 
                                          (taken_value == 2'b11 ? 2'b11 : taken_value + 1) : 
                                          (taken_value == 2'b00 ? 2'b00 : taken_value - 1);  
        end else begin
            taken_array[branch_pc_map] = 2'b10;
            branch_pc_array[branch_pc_map] = alu_branch_pc_i;
            target_pc_array[branch_pc_map] = target_pc_i;
        end
    end
end
endmodule
==> /design/flow/run.sh <==
#!/bin/bash
# OpenROAD 26Q1-2900-gdf79404cd8, Yosys 0.63+post, stock flow scripts
make -C /OpenROAD-flow-scripts/flow DESIGN_CONFIG=/design/flow/config.mk WORK_HOME=/design/flow/orfs finish
==> /design/flow/config.mk <==
export PLATFORM = sky130hd
export DESIGN_NAME = branch_predictor
export DESIGN_NICKNAME = branch_predictor
export VERILOG_FILES = /design/flow/design.v
export SDC_FILE = /design/flow/constraint.sdc
export NUM_CORES = 4
export LEC_CHECK = 1
export CORE_UTILIZATION = 40
==> /design/flow/constraint.sdc <==
current_design branch_predictor

set clk_period 52.1
set clk_io_pct 0.2

create_clock -name clk0 -period $clk_period [get_ports {clk_i}]

set non_clock_inputs [all_inputs -no_clocks]
set_input_delay [expr $clk_period * $clk_io_pct] -clock clk0 $non_clock_inputs
set_output_delay [expr $clk_period * $clk_io_pct] -clock clk0 [all_outputs]
==> impl_metrics.tcl <==
# flow metrics
set metrics [dict create \
    status "finished clean" \
    edf_count 32 \
    clock_sinks 1056 \
    mostFrequentLayoutCells "nand2_1 (1117), mux2i_1 (1064), dfxtp_1 (1024), a22oi_1 (360), buf_4 (190)" \
    placed_cell_area_um2 56800 \
    cp.required_ns 41.68 \
    ir_drop_mv 0.0301 \
    final_cell_area_um2 60900 \
    maxSlewHeadroom_pct 21.8 \
    ios 138 \
    ys_cells 5929 \
    startpoint "pc_i[3]" \
    synthDistinctLibCells 87 \
    firstDrtPassIters 9 \
    clk_pin_slew_ns 0.06 \
    final_util_pct 45.4 \
    timing.final.crit_share_pct 52.2 \
    htreeDepth 3 \
    drc_errors 0 \
    max_freq_ghz 0.0367 \
    syn_to_final_growth_pct 11.9 \
    ys.flop_type "dfxtp_1" \
    grt_pass1_wl_um 374000 \
    dpl_worst_slack_ns 25.52 \
    hold_class "flip-flop to flip-flop" \
    fin_ws_ns 24.89 \
    cts_setup_buffers 0 \
    post_synth_inst_count 5929 \
    fp_util_pct 40.5 \
    numCtsBuffers 112 \
    skew_ns 0.0339 \
    antenna_left 0 \
    rr_endpoint "target_pc_array[7][7]" \
    endpoint_kind "output pin" \
    power.share.switching_pct 27.6 \
    dieArea_um2 137000 \
    holdWs_ns 0.469 \
    power_mw 1.89 \
    leakage_nw 21.4 \
    grt_pass1_vias 48200 \
    avgSynthCellArea_um2 9.17 \
    cts_tree "built" \
    rsz0062_at_grt "no" \
    clk_latency_ns 0.78 \
    synth_seq_share_pct 39.5 \
    final_common_cell "nand2_1" \
    worst-path-stages 15 \
    crit_slowest_cell "nor4_1" \
    fin_tns_setup_ns 0 \
    post-dp-hpwl_um 166000 \
    worst_r2r_path_depth 14 \
    cp_common_cell "buf_4" \
    drv_cap 0 \
    ys.flops 1056 \
    ys_warn_count 3 \
    startpoint_type "input port" \
    grt_max_degree 135 \
    wl_um 271000 \
    cp_cell_sequence "buf_2 -> buf_4 -> nand2b_1 -> nor2_4 -> buf_4 -> buf_4 -> a22oi_1 -> nand4_1 -> o22ai_1 -> xor2_1 -> nand4_1 -> a2111oi_0 -> nand3_1 -> nor4_1 -> clkdlybuf4s50_1" \
    dpl.cell_count 7433 \
    synth_top_cell_by_area "dfxtp_1" \
    drt_iter0_drc 7395 \
    clockBufferDepth 3 \
    setup.worst_path.end "prediction_o" \
    r2r-start "target_pc_array[0][4]" \
    p_sw_mw 0.522 \
    path_buffers 5 \
    io_buffers 137 \
    coreArea_um2 134000 \
    power_density_nw_per_um2 31.1 \
    tightest_slew_ns 1.17 \
    cts-root-buf "clkbuf_16" \
    final_cells 7665 \
    rows 134 \
    dieHeight_um 371 \
    yosysTopAreaCellShare_pct 37.7 \
    crit_family "buffers and inverters" \
    worstPathMaxFanout 36 \
    synth-async-reset-ratio_pct 0 \
    track_usage_pct 39.7 \
    holdBufCountCts 0 \
    pwr-share-seq_pct 43.9 \
    top_cells_by_area "dfxtp_1 (38%), mux2i_1 (20%), nand2_1 (7.7%)" \
    combPwrFrac_pct 10.2 \
    worst-setup-path-type "input port to output pin" \
    ctsResizeCount 0 \
    maxSlewViolCount 0 \
    avgViaCountPerCell 6.79 \
    wl_per_cell_um 35.4 \
    power_frac_clock_pct 45.9 \
    yosys_area_um2 54400 \
    vias 52100 \
    grt_antenna_before_repair 22 \
    hold_viol 0 \
    arrival_ns 16.79 \
    grt_overflow 0 \
    warnings 38 \
    final_layout_size_suffix_gt1_share_pct 9.54 \
    fin_crit_ns 27.21 \
    gp_congestion 1.09 \
    crit_path_max_incr_delay_ns 0.81 \
    intPower_mw 1.37 \
    setup_viol 0 \
    reg2reg_slack_ns 44.82 \
    die_w_um 371 \
    synth_area_um2 54400 \
]
-- synthesized netlist by cell type (57+ instances only) --
| library cell | n |
|---|---|
| a21oi_1 | 151 |
| a221oi_1 | 119 |
| a22o_1 | 132 |
| a22oi_1 | 360 |
| a31oi_1 | 57 |
| buf_2 | 99 |
| buf_6 | 61 |
| clkbuf_1 | 360 |
| dfxtp_1 | 1024 |
| mux2i_1 | 1064 |
| nand2_1 | 1119 |
| nand3_1 | 87 |
| nor2_1 | 113 |
| o21ai_0 | 135 |
| o22ai_1 | 76 |
-- cell type report --
cell class | count | area, um2
fillers | 12500 | 73300
multi-input cells | 4243 | 30100
flip-flops and latches | 1056 | 21500
clock buffers | 159 | 3340
repair buffers | 335 | 2960
well taps | 1768 | 2210
clock inverters | 54 | 642
inverters | 31 | 116
diodes | 19 | 47.5
-- how the worst min path moves through the flow --
stage	from	endpoint	slack [ns]	depth (start not counted)
after CTS	branch_pc_array[13][3]	branch_pc_array[13][3]	0.46	2
after global routing	target_pc_array[6][18]	target_pc_array[6][18]	0.48	2
final	branch_pc_array[13][3]	branch_pc_array[13][3]	0.47	2
-- kinds of logic after synthesis --
family          count (synthesis)  share of synthesized area, %
mux                          1125                          21.3
fa+ha+maj                       2                        0.0368
flops                        1056                          39.5
buf+inv                       630                          5.70
simple gates                 1770                          15.3
compound gates               1282                          17.2
xor+xnor                       64                          1.03
-- worst reg2reg max path, cell delays in order (launching register included) --
cell and delay (ns):
dfxtp_1 0.41, nand2b_1 0.41, o2111ai_1 0.40, nor4_1 0.98, o22a_1 0.34, o2111ai_1 0.13
a211oi_1 0.42, nor4b_1 0.57, nand4_1 0.55, nor2_4 0.20, buf_4 0.39, or2_4 0.68
buf_4 0.70, buf_4 0.74, mux2i_1 0.27
-- per-layer routing --
metal	wire (um)	track usage, %
met3	46000	22.8
met4	23200	25.1
met2	104000	51.6
met1	97800	50.3
met5	368	0.734
-- flip-flops by register name, indices dropped and copies added, names as in the netlist --
signal / cells
taken_array: 32
branch_pc_array: 512
target_pc_array: 512
-- power by group through the flow --
stage         Clock (mW)  Combinational [mW]  Sequential (mW)
global route       0.902               0.189            0.830
finish             0.869               0.193            0.830
CTS                0.871               0.178            0.829
No activity file was given, so power comes from the tool's default toggle rates.

`design/flow/design.v`:
```
module cache(
    input       clk_i,
    input       rsn_i,
    input   [19:0]  read_addr_i,
    input       rqst_byte_i,
    input       write_enable_i,
    input   [31:0]  write_data_i,
    input   [19:0]  write_addr_i,
    input       write_byte_i,
    input       mem_data_ready_i,
    input   [127:0] mem_data_i,
    input   [1:0]   read_hit_way_i,
    input   [1:0]   write_hit_way_i,
    input   [1:0]   lru_way_i,
    input       write_hit_i,
    input       read_miss_i,
    output  [31:0]  data_o
);
reg state;
localparam IDLE_STATE = 0;
localparam WAIT_STATE = 1;
reg [127:0] data_array [3:0];
wire [127:0] cache_line;
wire [3:0] read_addr_byte;
wire [1:0] read_addr_word;
wire [3:0] write_addr_byte;
wire [1:0] write_addr_word;
assign read_addr_byte = read_addr_i[3:0];
assign read_addr_word = read_addr_i[3:2];
assign write_addr_byte = write_addr_i[3:0];
assign write_addr_word = write_addr_i[3:2];
integer i , j;
always @(posedge clk_i)
begin
    case (state)
        IDLE_STATE: begin
            if (read_miss_i) begin
                state = WAIT_STATE;
            end
        end
        WAIT_STATE: begin
            if(mem_data_ready_i) begin
                data_array[lru_way_i] = mem_data_i;
                state = IDLE_STATE;
            end
        end
    endcase
end
always @(negedge clk_i)
begin
    if(write_hit_i && write_enable_i) begin
        if (write_byte_i) begin
            data_array[write_hit_way_i][write_addr_byte*8 +: 8] = write_data_i[7:0];
        end else begin
            data_array[write_hit_way_i][write_addr_word*32 +: 32] = write_data_i;
        end
    end
end
assign cache_line = data_array[read_hit_way_i];
assign data_o = rqst_byte_i ? {24'b0, cache_line[read_addr_byte*8 +: 8]} :
                              cache_line[read_addr_word*32 +: 32];
always @(negedge rsn_i)
begin
    state = IDLE_STATE;
end
endmodule
```
`design/flow/run.sh`:
```
#!/bin/bash
# OpenROAD 26Q1-2900-gdf79404cd8, Yosys 0.63+post, stock flow scripts
make -C /OpenROAD-flow-scripts/flow DESIGN_CONFIG=/design/flow/config.mk WORK_HOME=/design/flow/orfs finish
```
`design/flow/config.mk`:
```
export PLATFORM = sky130hd
export DESIGN_NAME = cache
export DESIGN_NICKNAME = cache
export VERILOG_FILES = /design/flow/design.v
export SDC_FILE = /design/flow/constraint.sdc
export NUM_CORES = 4
export LEC_CHECK = 1
export CORE_UTILIZATION = 40
```
`design/flow/constraint.sdc`:
```
current_design cache

set clk_period 5.6
set clk_io_pct 0.2

create_clock -name clk0 -period $clk_period [get_ports {clk_i}]
create_clock -name clk1 -period $clk_period [get_ports {rsn_i}]

set non_clock_inputs [all_inputs -no_clocks]
set_input_delay [expr $clk_period * $clk_io_pct] -clock clk0 $non_clock_inputs
set_output_delay [expr $clk_period * $clk_io_pct] -clock clk0 [all_outputs]
```
==> results_dict.tcl <==
# collected from the flow reports
set metrics [dict create \
    totalWireLength_um 75500 \
    finalWeightedCongestion 0.972 \
    mostFrequentLayoutCells "inv_1 (524), edfxtp_1 (512), buf_4 (256)" \
    worstHoldStart "read_addr_i[3]" \
    rows 88 \
    stdcell_area_mm2 0.0312 \
    cts_tree "yes" \
    logic_area_mm2 0.00792 \
    ctsRootBufferMaster "clkbuf_16" \
    layout_top_cell "inv_1" \
    cellPowerDensity_mw_per_mm2 325 \
    cts.htree.levels 2 \
    synthArstFlopShare 0 \
    numSynthFlops 512 \
    rsz0062_at_grt "true" \
    drive_above_1_share 0.308 \
    vias 16180 \
    violations "negative setup slack" \
    die_h_um 245 \
    core_area_mm2 0.0579 \
    antenna_found_initial 3 \
    final_antenna_net_count 0 \
    dieArea_mm2 0.0598 \
    yosysWarnings 3 \
    regArea_mm2 0.0154 \
    dp_hpwl_um 52600 \
    critPathLaunchType "flop" \
    arrival_ns 5.64 \
    hold_end "data_o[13]" \
    io_pins 246 \
    clkTransAtPathRegs_ns 0.03 \
    dr.pass1.iters 6 \
    grt_max_degree 39 \
    grt.total_usage 0.286 \
    via_per_inst 5.52 \
    synth_chip_area_mm2 0.0235 \
    vdd_drop_max_mv 0.473 \
    worst_slack_ns -1.16 \
    io_buffers 80 \
    netlist_area_mm2 0.0235 \
    maxSlewHeadroom 0.380 \
    holdCritPathClass "input pin to output port" \
    area_delta_synth_final_pct 32.3 \
    ff_type "edfxtp_1" \
    cts.sinks 512 \
    max_cap_violations 0 \
    placed_area_mm2 0.0270 \
    outcome "finished with violations" \
    finalPower_w 0.0101 \
    grt_pass1_wl_um 111000 \
    cts_made_buffers 56 \
    fill_cells 4584 \
    first_global_vias 18574 \
    path_max_fanout 2 \
    warning_count 706 \
    path_class "flop to output port" \
    synth_cell_type_count 52 \
    final_cells 2930 \
    final_hold_viol_count 0 \
    drcViolationCount 0 \
    dp_cells 2292 \
    pre_cts_slack_ns -1.05 \
    worstMarginPinSlew_ns 0.926 \
    final_core_util 0.538 \
    drtIter0Drc 1031 \
    synth-edff-count 512 \
    required_ns 4.48 \
    largest_reg_flops 512 \
    ys_cells 1285 \
    holdBufCountCts 0 \
    cts_buffer_depth 3 \
    grt.overflow.total 0 \
    wl_per_cell_um 25.8 \
    die_w_um 245 \
    drv_slew 0 \
    ys_seq_share 0.653 \
    holdPathStages 4 \
    cp-end-kind "output port" \
    synthCells 1285 \
    postSynthAreaPerCell_um2 18.3 \
    power_leakage_nw 11.4 \
    initCoreUtil 0.407 \
    setup_viol 32 \
]
## cells in the mapped netlist (all sizes together) (2+ instances only)
cell / count / share of area
edfxtp: 512 / 0.65
mux4: 208 / 0.20
nor2: 109 / 0.017
a22o: 96 / 0.036
and2: 55 / 0.015
buf: 54 / 0.013
clkbuf: 43 / 0.0069
nand2: 42 / 0.0067
mux2i: 35 / 0.015
a21oi: 29 / 0.0062
a211oi: 10 / 0.0032
nand3: 8 / 0.0017
nand2b: 7 / 0.0019
nor2b: 7 / 0.0019
nor3: 7 / 0.0015
a22oi: 6 / 0.0019
a311oi: 5 / 0.0019
mux2: 5 / 0.0024
nor3b: 5 / 0.0016
a221oi: 4 / 0.0018
inv: 4 / 0.00064
nand3b: 3 / 0.00096
o22ai: 3 / 0.0011
or2: 3 / 0.00080
a2111oi: 2 / 0.00074
a211o: 2 / 0.00074
a31o: 2 / 0.00074
a31oi: 2 / 0.00053
o211ai: 2 / 0.00064
## kinds of logic after synthesis
kind of cell | count (synthesis) | synth area share
multiplexers | 248 | 0.217
AND-OR/OR-AND | 172 | 0.0583
AND/OR/NAND/NOR | 251 | 0.0506
flip-flops | 512 | 0.653
buffers and inverters | 102 | 0.0210
## worst max-delay path by stage
stage | start | end | slack [ns] | depth (start not counted)
finish | data_array[0][20] | data_o[4] | -1.16 | 6
global route | data_array[0][20] | data_o[4] | -1.19 | 6
CTS | data_array[0][20] | data_o[4] | -1.12 | 6
## through the flow
| step | setup TNS, ns | hold WS, ns |
|---|---|---|
| 2_1_floorplan | -23.59 | 2.36 |
| 3_3_place_gp | -329.47 | 3.19 |
| 3_5_place_dp | -353.98 | 3.19 |
| 4_1_cts | -26.72 | 2.91 |
| 5_1_grt | -28.26 | 2.97 |
| 6_report | -25.97 | 2.94 |
## layout make-up
cell class              instances  area share
well taps                     765      0.0307
flip-flops and latches        512       0.493
inverters                       4    0.000482
clock inverters               561      0.0787
clock buffers                  57      0.0458
multi-input cells             671       0.254
repair buffers                358      0.0965
diodes                          2    0.000161
## worst max-delay path, cell delays in order (launching register included)
cell and delay [ns]:
edfxtp_1 0.41, mux4_2 0.50, mux4_2 0.50, nor3b_2 0.17, a41oi_1 0.18, nand3b_1 0.23, buf_2 0.19
## per-layer routing
metal	track usage	vias to the layer above	wire [µm]
met1	0.341	7864	24800
met2	0.391	1083	35000
li1	-	7062	-
met4	0.115	6	2540
met3	0.230	165	13200
met5	0.00980	-	80
## what timing repair did
action	in CTS	in global routing
gates resized	122	11
gates cloned	0	0
pin swaps	27	9
endpoints found under the setup margin	32	32
buffers inserted	24	1
## power by group
part           internal [W]  switching [W]
logic              0.000264       0.000364
registers           0.00425      0.0000109
clock network       0.00277        0.00247
Power and IR drop assume default switching activity.
